`/design/flow/run.sh`:
```
#!/bin/bash
# OpenROAD 26Q1-2900-gdf79404cd8, Yosys 0.63+post, stock flow scripts
make -C /OpenROAD-flow-scripts/flow DESIGN_CONFIG=/design/flow/config.mk WORK_HOME=/design/flow/orfs finish
```
`/design/flow/config.mk`:
```
export PLATFORM = sky130hd
export DESIGN_NAME = adder32_structural
export DESIGN_NICKNAME = adder32_structural
export VERILOG_FILES = /design/flow/design.v
export SDC_FILE = /design/flow/constraint.sdc
export NUM_CORES = 4
export LEC_CHECK = 1
export CORE_AREA = 10 10 104 104
export DIE_AREA = 0 0 114 114
```
`/design/flow/constraint.sdc`:
```
current_design adder32_structural

set clk_period 41.0
set clk_io_pct 0.2

create_clock -name clk0 -period $clk_period

set non_clock_inputs [all_inputs -no_clocks]
set_input_delay [expr $clk_period * $clk_io_pct] -clock clk0 $non_clock_inputs
set_output_delay [expr $clk_period * $clk_io_pct] -clock clk0 [all_outputs]
```
`/design/flow/design.v`:
```
`timescale 1ns / 1ps
module adder32_structural #(
    parameter nb_bits = 32
)(
    input logic [nb_bits-1:0] a_i,
    input logic [nb_bits-1:0] b_i,
    output logic [nb_bits:0] sum_o
);
    logic [nb_bits-1:0] carry_s;
    genvar i;
    generate
        for (i = 0; i < nb_bits; i++) begin : adder_gen
            if (i == 0) begin
                assign {carry_s[i], sum_o[i]} = a_i[i] + b_i[i];
            end else begin
                assign {carry_s[i], sum_o[i]} = a_i[i] + b_i[i] + carry_s[i-1];
            end
        end
    endgenerate
    assign sum_o[nb_bits] = carry_s[nb_bits-1];
endmodule : adder32_structural
```
==> results.cfg <==
; implementation run metrics
[routing]
routed_wl_um = 3390
drt-vias-per-instance = 3.01
drt_iter0_drc = 2
antenna_left = 0
drc = 0
vias = 744
antenna_cells = 0
drt-pass1-iter-count = 2
wl_per_cell_um = 13.7

[clocking]
post_cts_buffers = 0
cts_resized = 0
cts_hold_buf = 0

[yosys]
postSynthAreaPerCell_um2 = 16.0
syn-cell-area_um2 = 671
area_leaders = fa_1 93%, inv_1 5.6%, ha_1 1.9%
yosysChipArea_um2 = 671
netlist.top_cell.by_area = fa_1
synth_cells = 42
ys_seq_frac = 0
ys_cells = 42
yosysTopAreaCellShare = 0.925
synth_cell_types = 3
yosysWarnings = 0

[global_routing]
use_met2 = 0.0740
grt_pass1_wl_um = 5240
grt_max_degree = 2
grt_pass1_vias = 957
met3_usage = 0.0537
met1_usage = 0.0551
grtUsageTotal = 0.0514
grt-busiest-layer = met2
overflow = 0
grt_antenna_before_repair = 0

[min_path]
hold_path_depth = 5
hp-class = input port to output pin
worstHoldStart = b_i[31]
min_to = sum_o[32]

[setup_path]
cp-start-kind = input port
critPathCaptureType = output pin
critical-path-slowest-cell = clkdlybuf4s50_1
cp.arrival_ps = 21450
critPathRequiredTime_ps = 32800
cpPeakStageDelay_ps = 480
crit_type = input port to output pin
crit_fanout = 1
crit_top_cell = fa_1

[cells_and_area]
syn2layout_area_growth_pct = 165
final.clkbuf_count = 0
drive_gt1_frac = 0
design.seq.count = 0
regArea_um2 = 0

[floorplanning]
initCoreUtil = 0.0773
die_h_um = 114
die_x_um = 114
std_cell_rows = 34
die_area_um2 = 13000
coreArea_um2 = 8680
ios = 97

[timing]
finalSetupViolations = 0
period_minus_slack_ps = 29650
fmax_mhz = 33.7
hold_viol_final = 0
drv_slew = 0
fin_hold_ws_ps = 17460
relSlewSlack = 0.920
min_period_over_period = 0.723
tightestPinTransition_ps = 119
fin_tns_setup_ps = 0
rsz0062_at_grt = no

[power]
leakagePower_nw = 0.666
power_density_nw_per_um2 = 14.5
vdd_ir_drop_max_uv = 5.06

[placed_design]
numPortBuffers = 97
globalplace.congestion = 0.769
hpwl_um = 3350

[job]
log.warning_count = 32
drv_cap = 0

[outcome]
status = finished clean
-- how the worst max path moves through the flow --
| stage | depth (start not counted) | end | startpoint |
|---|---|---|---|
| final | 38 | sum_o[31] | a_i[0] |
| after global routing | 38 | sum_o[31] | a_i[0] |
| after CTS | 38 | sum_o[31] | a_i[0] |
-- power breakdown --
group,internal [mW],total [mW],switching (mW)
sequential,0,0,0
combinational,0.0189,0.0258,0.00688
clock,0,0,0
-- cells in the mapped netlist (all sizes together) --
cell  instances
fa           31
ha            1
inv          10
-- cells in the final DEF, fill, tap and decap left out --
master / n
clkdlybuf4s50_1: 97
ha_1: 1
inv_1: 10
fa_1: 31
-- metal layers --
layer	vias up	routed length (um)
met2	96	1170
li1	311	-
met3	0	1010
met5	-	0
met1	337	1210
met4	0	0
-- cell families (layout without fill, tap and decap cells) --
group | Yosys count | in the layout | share of synthesized area
adder cells (fa/ha/maj) | 32 | 32 | 0.944
buffers and inverters | 10 | 107 | 0.0560
-- final cells by class --
class | instances | area [um2]
repair buffers | 97 | 971
inverters | 10 | 37.5
multi-input cells | 32 | 633
fillers | 957 | 6900
well taps | 108 | 135
-- metrics by stage --
stage               cell area [um2]   util  power, mW  cells  setup slack (ps)
detailed placement             1780  0.205     0.0267    247             11310
CTS                            1780  0.205     0.0269    247             11280
floorplan                       671      -    0.00279     42             12720
finish                         1780  0.205     0.0258    247             11350
global route                   1780  0.205     0.0296    247             10800
global placement               1780  0.205     0.0269    247             11360
-- critical path: cells and delay by family --
kind       cells  cell delay [ps]
fa+ha+maj     32            12090
buf+inv        6             1130
Power figures rest on the tool's default switching activity, not on a simulated workload.
